$ cat design/flow/run.sh
#!/bin/bash
# OpenROAD 26Q1-2900-gdf79404cd8, Yosys 0.63+post, stock flow scripts
make -C /OpenROAD-flow-scripts/flow DESIGN_CONFIG=/design/flow/config.mk WORK_HOME=/design/flow/orfs finish
$ cat design/flow/config.mk
export PLATFORM = sky130hd
export DESIGN_NAME = top
export DESIGN_NICKNAME = top
export VERILOG_FILES = /design/flow/design.v
export SDC_FILE = /design/flow/constraint.sdc
export NUM_CORES = 4
export LEC_CHECK = 1
export CORE_AREA = 10 10 112 112
export DIE_AREA = 0 0 122 122
$ cat design/flow/constraint.sdc
current_design top

set clk_period 4.1
set clk_io_pct 0.2

create_clock -name clk0 -period $clk_period [get_ports {clk}]

set non_clock_inputs [all_inputs -no_clocks]
set_input_delay [expr $clk_period * $clk_io_pct] -clock clk0 $non_clock_inputs
set_output_delay [expr $clk_period * $clk_io_pct] -clock clk0 [all_outputs]
$ cat design/flow/design.v
`timescale 1ns / 1ps
module top(
    input clk, rst, 
	input sw_r, sw_l,
    output [2:0] state,
	output [7:0] led_r
);
	wire led_clk;
	wire click_r;
	wire click_l;
	wire [2:0] state1;
	wire [3:0] score_r, score_l;
	divclk U1(
		.clk(clk), .rst(rst),
		.led_clk(led_clk)
	);
    FSM_state U2(
        .clk(clk), .rst(rst),
		.sw_r(sw_r), .sw_l(sw_l),
		.led_r(led_r),
		.score_r(score_r),
		.score_l(score_l),
        .state(state),
		.state1(state1)
    );    
    led_ctr U3(
        .clk(led_clk), .rst(rst), 
        .state(state),
		.state1(state1),
		.score_r(score_r), .score_l(score_l),
        .led_r(led_r)
    );
	score_ctr U4(
        .clk(clk), .rst(rst), 
        .state(state),
		.state1(state1),
        .score_r(score_r),
		.score_l(score_l)
    );
endmodule
module divclk (
	input clk, rst,
	output led_clk
);
	reg [27:0] cnt;
	assign led_clk = cnt[0];
	always @(posedge clk or posedge rst) begin
		if (rst) begin
			cnt <= 0;
		end
		else begin
			cnt <= cnt + 1;
		end
	end
endmodule
module FSM_state(
    input clk, rst,
    input sw_r, sw_l,
    input [7:0] led_r,     
	input [3:0] score_r,
	input [3:0] score_l,
	output reg [2:0]  state1,
    output reg [2:0]  state
);
    parameter init = 3'd5,
			  ball_r = 3'd0,  
              ball_l = 3'd1,  
			  win_r = 3'd2,  
              win_l = 3'd3,  
              play = 3'd4;  
	reg win;
    always @(posedge clk or posedge rst) begin
        if (rst) begin
            state <= init;
			state1 <= init;
        end 
		else begin
            case (state)
				init : begin
					if (sw_r) begin
						state <= ball_r;
					end
					else if (sw_l) begin
						state <= ball_l;
					end
				end
                ball_r: begin
					if (led_r == 8'b1000_0000 && sw_l == 1) begin
						state <= ball_l;
					end
					else if ((led_r == 8'b1000_0000 && !sw_l)|| sw_l == 1) begin
						state <= win_r;
					end
                end
                ball_l: begin
                    if (led_r == 8'b0000_0001 && sw_r == 1) begin
						state <= ball_r;
					end
					else if ((led_r == 8'b0000_0001 && !sw_r)|| sw_r == 1) begin
						state <= win_l;
					end
                end
                win_r: begin
					state <= play;
					state1 <= state;
                end
                win_l: begin
					state <= play;
					state1 <= state;
                end
                play: begin
					case (state1)
						win_r : begin
							if (sw_r) begin
								state <= ball_r;   
							end
						end
						win_l : begin
							if (sw_l) begin
								state <= ball_l;   
							end
						end
					endcase
                end
            endcase
        end
    end
endmodule
module score_ctr(
    input clk, rst,
    input [2:0] state,
	input [2:0] state1,
    output reg [3:0] score_r, score_l
);
	parameter init = 3'd5,
			  ball_r = 3'd0,  
              ball_l = 3'd1,  
			  win_r = 3'd2,  
              win_l = 3'd3,  
              play = 3'd4;
	always @(*) begin
		if (rst) begin
			score_r = 0;
			score_l = 0;
		end 
		else begin
			case(state)
				win_r: begin
					score_r = score_r + 1; 
				end
				win_l: begin
					score_l = score_l + 1; 
				end
				default: begin
					score_r = score_r;
					score_l = score_l;
				end
			endcase
		end
	end
endmodule
module led_ctr(
    input clk, rst,
    input [2:0] state,
	input [2:0] state1,
	input [3:0] score_r, score_l,
    output reg [7:0] led_r
);
    parameter init = 3'd5,
			  ball_r = 3'd0,  
              ball_l = 3'd1,  
			  win_r = 3'd2,  
              win_l = 3'd3,  
              play = 3'd4; 
    always @(posedge clk or posedge rst) begin
        if (rst) begin
            led_r <= 8'b0000_0001;
        end 
		else begin;
            case (state)
				init: begin
					led_r <= 8'b0000_0001;
				end
                ball_r: begin
					led_r <= led_r << 1;
                end
                ball_l: begin 
					led_r <= led_r >> 1;
                end
                win_r: begin
                    led_r <= {score_l, score_r};
                end
                win_l: begin
                    led_r <= {score_l, score_r};
                end
                play: begin
					if(state1 == win_r) begin
						led_r <= 8'b0000_0001;
					end
					else if(state1 == win_l) begin
						led_r <= 8'b1000_0000;
					end
                end
				default : begin
					led_r <= led_r;
				end
            endcase
        end
    end
endmodule
==> results_slide.txt <==
Physical Implementation Snapshot

Status
  • Result of the run: complete, no violations

Setup path
  • Kind of capture point of the worst setup path: primary output
  • Ordered cell list for the critical path: clkdlybuf4s50_1
  • Maximum fanout count along the critical path: 27
  • Crit path required time: 3.28 ns
  • Endpoint arrival time on the critical path: 1.66 ns
  • Max incr delay on CP: 0.83 ns
  • Worst Setup Start Kind: flop
  • WS Path Type: flop to primary output
  • Number of buffer and inverter stages on the critical path: 1
  • Kind of cell adding the most delay to the critical path: flip-flops
  • Slowest library cell on the worst path: dfrtp_1
  • Beginning of the worst register-to-register path: U2.state[1]
  • Beginning of the critical path: U2.state[1]

Place
  • DP Area: 0.00142 mm2
  • Half-perimeter wire length after detailed placement: 2200 um
  • Tally of buffers added on design ports: 14
  • Routability Congestion: 0.871

Floorplan
  • Die width: 122 um
  • Height of the die: 122 um
  • Floorplan Core Area: 0.0102 mm2
  • Boundary Pins: 15
  • Floorplan utilization: 0.113
  • Floorplan die area: 0.0149 mm2
  • Site row count: 37

Timing
  • Final setup viols: 0
  • Final Hold Viols: 0
  • Tightest Pin Transition: 0.769 ns
  • Number of pins exceeding their max-slew limit in the final report: 0
  • Max Fclk: 404 MHz
  • Number of unconstrained endpoints: 24
  • Final-layout setup total negative slack: 0 ns
  • RSZ-0062 raised after global routing: false
  • Shortest period the worst path allows: 2.48 ns
  • Final critical-path share of the clock period: 0.604
  • Relative max-transition margin: 0.487
  • Final clock skew: 0.00500 ns
  • Number of register pins that no clock reaches: 16

Clock network
  • Cts repair resizes: 0
  • CTS H-Tree Depth: 1
  • Clock-pin slew reported for the worst setup and hold paths after clock tree synthesis: 0.04 ns
  • Buffer type at the clock tree root: clkbuf_8
  • Number of buffers created by CTS: 3
  • Max Root-Sink Buffers: 2
  • CTS tree: built
  • Insertion Delay late pin: 0.23 ns
  • Number of buffers inserted by hold repair at cts: 0
  • Number of setup buffers added after CTS: 0

Yosys
  • Average cell area after synthesis: 8.76 um2
  • Number of synthesized register bits: 23
  • Cell taking the most area after synthesis: dfrtp_1
  • Chip area from the yosys synthesis statistics: 0.00116 mm2
  • Most area-consuming cells after synthesis: dfrtp_1 (22%), dfstp_2 (11%), dlxtn_1 (10%)
  • Most instantiated flip-flop cell in the synthesis netlist: dfrtp_1
  • Instance tally after logic synthesis: 132
  • Area share of the leading cell type in the synthesized netlist: 0.216
  • Ys async rst share: 0.652
  • EDFF count, synth: 0
  • Post-synth design cell area: 0.00116 mm2
  • Distinct lib cells: 37
  • Cell count in the Yosys report: 132
  • Count of synthesis-stage warnings from yosys: 12

Layout
  • Synth-to-Final Area Change: 26.8%
  • Area taken by multi-input logic gates: 598 um2
  • Post-route standard cell area excluding fillers: 0.00147 mm2
  • Post-layout util: 0.143
  • Layout cell share with drive strength beyond 1: 0.0922
  • Filler cell count in the final layout: 1147
  • Sequential cell area in the final layout: 502 um2

Drt
  • WL per Instance: 10.3 um
  • Total number of vias: 956
  • Initial DRC Count: 90
  • Vias/cell: 3.45
  • Post-route antenna net violation count: 0
  • Final routed DRC violation total: 0
  • Aggregate routed wire length: 2860 um
  • Antenna cells: 0
  • First-pass iteration count of the detailed router: 4

Pwr
  • Post-layout power: 534 uW
  • Total leakage power: 0.526 nW
  • Peak supply drop: 0.296 mV
  • Power density cells: 364 mW/mm2

Global route
  • First-pass GRT wire length: 4800 um
  • Via count of the first global-routing pass: 944
  • Maximum number of pins on one net before global-route repair: 28
  • Number of antenna violations at the first check in global routing: 0
  • Remaining global-route overflow: 0
  • Total track usage: 0.0394

Run
  • Count of warning messages emitted by the tools: 25
  • Maximum Capacitance Violations: 0

Worst hold path
  • Worst hold-check path type: flop to flop
  • Source of the worst hold timing path: U2.state1[0]
==> final timing paths <==
path | endpoint | slack (ns) | cells after the start
max | state[1] | 1.62 | 1
min | U2.state1[0] | 0.50 | 2
max reg2reg | U2.state[0] | 1.88 | 4
min reg2reg | U2.state1[0] | 0.50 | 2
max in group asynchronous | U2.state[1] | 2.44 | 2
min in group asynchronous | U1.cnt[0] | 1.27 | 2
==> metal layers <==
metal	part of all wire	global-route usage	up-vias
met2	0.43	0.0589	24
li1	-	-	479
met1	0.48	0.0569	451
met3	0.071	0.0117	2
met5	0	0	-
met4	0.0094	0.00373	0
==> report_power, final <==
| part | leakage (nW) | internal, mW | switching [mW] | total, mW |
|---|---|---|---|---|
| clock network | 0.0228 | 0.0673 | 0.0303 | 0.0976 |
| logic | 0.258 | 0.126 | 0.103 | 0.230 |
| registers | 0.245 | 0.116 | 0.0902 | 0.207 |
| total | 0.526 | 0.310 | 0.224 | 0.534 |
==> worst reg2reg max path: cells and delay by family (launching register included) <==
kind	cells	cell delay, ns
simple gates	3	1.02
flops	1	0.83
mux	1	0.31
==> cells by family (layout without fill, tap and decap cells) <==
family          Yosys count  in the layout  share of synthesized area
mux                       8              8                     0.0747
simple gates             55             55                      0.248
buf+inv                  12             21                     0.0487
latches                   8              8                      0.104
fa+ha+maj                 2              2                     0.0216
flops                    15             15                      0.330
compound gates           28             28                      0.143
xor+xnor                  4              4                     0.0303
==> registers in the layout (all words and copies together) (netlist names) <==
| register | flops |
|---|---|
| U1.cnt | 1 |
| U2.state | 3 |
| U2.state1 | 3 |
| U3.led_r | 8 |
| U4.score_l | 4 |
| U4.score_r | 4 |
==> synth_stat cells, types with 3 or more instances <==
cell,number
nor2_1,18
nand2_1,15
a21oi_1,11
dfrtp_1,10
dlxtn_1,8
o21ai_1,7
clkbuf_1,6
mux2i_1,6
dfstp_2,5
nor2b_1,4
buf_4,3
inv_1,3
nand2b_1,3
nor3_1,3
==> stage by stage <==
stage,hold slack (ns),std cells,worst slack [ns]
finish,0.501,277,1.62
global route,0.524,277,1.53
CTS,0.498,277,1.61
detailed placement,0.489,273,1.73
global placement,0.488,273,1.75
floorplan,0.462,132,2.21
==> cell usage in the layout, fill, tap and decap left out, drive strengths merged, types with 2 or more instances in the layout <==
cell type,instances
a21oi,11
clkbuf,4
clkdlybuf4s50,14
dfrtp,10
dfstp,5
dlxtn,8
ha,2
inv,3
mux2,2
mux2i,6
nand2,15
nand2b,3
nand3,2
nor2,18
nor2b,4
nor3,3
nor4,2
o21ai,9
or3,2
or4,3
xnor2,2
xor2,2
==> area by class of cell <==
| cell class | instances | area share |
|---|---|---|
| Sequential cell | 23 | 0.342 |
| Timing Repair Buffer | 14 | 0.0956 |
| Tap cell | 136 | 0.116 |
| Clock buffer | 4 | 0.0307 |
| Inverter | 3 | 0.00768 |
| Multi-Input combinational cell | 97 | 0.408 |
No activity file was given, so power comes from the tool's default toggle rates.
